==> flow/design.v <==
`timescale 1ns / 1ps
module smart_traffic_light_controller(
    output MR,
    output MY,
    output MG,
    output SR,
    output SY,
    output SG,
    input reset,
    input C,
    input Clk
);
    wire TS, TL, ST;
    timer part1 (
        .TS(TS),
        .TL(TL),
        .ST(ST),
        .Clk(Clk)
    );
    fsm part2 (
        .MR(MR),
        .MY(MY),
        .MG(MG),
        .SR(SR),
        .SY(SY),
        .SG(SG),
        .ST(ST),
        .TS(TS),
        .TL(TL),
        .C(C),
        .reset(reset),
        .Clk(Clk)
    );
endmodule
`timescale 1ns / 1ps
module timer(
    output TS,
    output TL,
    input ST,
    input Clk
);
    integer value;
    assign TS = (value >= 4);
    assign TL = (value >= 14);
    always @ (posedge ST or posedge Clk) begin
        if (ST == 1) begin
            value = 0;
        end else begin
            value = value + 1;
        end
    end
endmodule
`timescale 1ns / 1ps
module fsm(
    output MR,
    output MY,
    output MG,
    output SR,
    output SY,
    output SG,
    output ST,
    input TS,
    input TL,
    input C,
    input reset,
    input Clk
);
    reg [5:0] state;
    reg ST_reg;
    parameter mainroadgreen = 6'b001100;
    parameter mainroadyellow = 6'b010100;
    parameter sideroadgreen = 6'b100001;
    parameter sideroadyellow = 6'b100010;
    assign MR = state[5];
    assign MY = state[4];
    assign MG = state[3];
    assign SR = state[2];
    assign SY = state[1];
    assign SG = state[0];
    assign ST = ST_reg;
    initial begin
        state = mainroadgreen;
        ST_reg = 0;
    end
    always @ (posedge Clk) begin
        if (reset) begin
            state = mainroadgreen;
            ST_reg = 1;
        end else begin
            ST_reg = 0;
            case (state)
                mainroadgreen: begin
                    if (TL & C) begin
                        state = mainroadyellow;
                        ST_reg = 1;
                    end
                end
                mainroadyellow: begin
                    if (TS) begin
                        state = sideroadgreen;
                        ST_reg = 1;
                    end
                end
                sideroadgreen: begin
                    if (TL | ~C) begin
                        state = sideroadyellow;
                        ST_reg = 1;
                    end
                end
                sideroadyellow: begin
                    if (TS) begin
                        state = mainroadgreen;
                        ST_reg = 1;
                    end
                end
            endcase
        end
    end
endmodule
==> flow/run.sh <==
#!/bin/bash
# OpenROAD 26Q1-2900-gdf79404cd8, Yosys 0.63+post, stock flow scripts
make -C /OpenROAD-flow-scripts/flow DESIGN_CONFIG=/design/flow/config.mk WORK_HOME=/design/flow/orfs finish
==> flow/config.mk <==
export PLATFORM = sky130hd
export DESIGN_NAME = smart_traffic_light_controller
export DESIGN_NICKNAME = smart_traffic_light_controller
export VERILOG_FILES = /design/flow/design.v
export SDC_FILE = /design/flow/constraint.sdc
export NUM_CORES = 4
export LEC_CHECK = 1
export CORE_AREA = 10 10 113 113
export DIE_AREA = 0 0 123 123
==> flow/constraint.sdc <==
current_design smart_traffic_light_controller

set clk_period 2.5
set clk_io_pct 0.2

create_clock -name clk0 -period $clk_period [get_ports {Clk}]

set non_clock_inputs [all_inputs -no_clocks]
set_input_delay [expr $clk_period * $clk_io_pct] -clock clk0 $non_clock_inputs
set_output_delay [expr $clk_period * $clk_io_pct] -clock clk0 [all_outputs]
==> run notes <==
Status on the layout run. Number of flip-flops under the largest register name landed at 32. For this run, design rule violations remaining after detail routing come to 0. Tally of max-capacitance violations landed at 0. Switching portion of total power landed at about 28%. Flop-to-flop setup slack landed at about 0.35 ns. Total number of placement rows landed at 37. The first global-routing pass estimated a little over 6000 um of wire. Of the total power, combinational logic draws ~17%. Largest stage delay on the critical path landed at approximately 0.47 ns. Total of endpoints with negative setup slack in the final report landed at 0. Derived from the worst setup path, the maximum achievable clock frequency is between 0.4 and 0.5 GHz.

Clock slew at the register clock pins of the worst setup and hold paths landed at approximately 0.07 ns. Average wire per cell in the routed design landed at 10.6 um. Minimum clock period landed at roughly 2.2 ns.

Total number of yosys warnings landed at 2. Number of I/O port buffers landed at 8. Once the clock tree was built, the setup fixing pass inserted 0 buffers. The final route contains 1,351 vias.

sky130_fd_sc_hd__dfrtp_1 takes more of the synthesized area than any other cell. Per the TritonCTS log, the buffer count is 5. Total tool warning count landed at 27. Number of antenna violations at the first check in global routing landed at 0. In the synthesized netlist, the number of instances is around 180.

Detailed-router iteration count before antenna repair landed at 4. Once placement finished, the instance area stood at approximately 2100 um2. According to the floorplan report, the total die area is between 15,000 and 20,000 um2.

Summed over all nets, the half-perimeter wirelength after detailed placement is about 2500 um. STA classifies the critical path endpoint as a flop. H-tree level count landed at 2. Largest voltage drop on the vdd net landed at 0.000265 V. Max-slew violation total from the final report landed at 0. Listed in order, past its start point the critical path passes nor4_1 -> nand4_1 -> o41ai_1 -> o211a_1 -> mux2i_1. Slew at the pin closest to its max-slew limit landed at 0.399 ns. Count of placed standard cells in the final layout, fillers left out landed at approximately 330. Yosys attributes the largest share of cell area to sky130_fd_sc_hd__dfrtp_1, sky130_fd_sc_hd__dfxtp_1, sky130_fd_sc_hd__xnor2_1. TritonCTS built the clock tree. The final critical path takes up a little under nine tenths of the cycle. Sequential share of power landed at 52.7%. After synthesis, the largest area contributor takes up between 40% and 50% of total cell area. Fraction of layout instances using a drive strength above 1 landed at roughly 6%.

The run finished with clean final reports. The later pin in the worst-skew pair is clocked with a latency of about 0.28 ns. The worst setup path is launched from a flop. Register area share after synthesis landed at 50.4%. Looking at the cell usage after synthesis, the top flip-flop cell is sky130_fd_sc_hd__dfrtp_1. Sum of buffers and inverters on the critical path landed at 0. Buffer depth of the longest clock path landed at 2. The final timing report lists a hold violation count of 0. Number of routed nets with antenna violations landed at 0. For this run the top cell type by instance count after synthesis was sky130_fd_sc_hd__dfrtp_1. The script extracted a total leakage power of 0.959 nW. Worst path required time landed at 2.72 ns.

The synthesis report gives the async set-or-reset register share as about 82%. In this run the standard cell core region covers 10,300 um2. The clock network burns 30.8% of the power.

Die extent in y landed at roughly 120 um. Number of top-level pins landed at 9. Area reported by Yosys stat landed at around 1900 um2.

Number of buffers added to fix hold violations after cts landed at 0. Count of routing violations after the opening detailed-route iteration landed at 63. Counting the fill cells in the layout gives ~1,100.

Net switching power of the design landed at 0.000359 W. The tree built by TritonCTS fans out to 39 sinks. Summed over all routing layers, the global router reports a total usage of roughly 4.8%. Highest fanout seen on the critical path landed at 6.

Relative to the synthesized area, the layout overhead comes to 17.6%. Entering global routing, the biggest net connects 33 pins. Count of library flops with an enable pin landed at 0. Number of distinct standard cells referenced by the synthesized netlist landed at 37.

Horizontal die size landed at approximately 120 um. Core utilization at floorplan landed at a little under a fifth. Per the CTS log, the root buffer master is sky130_fd_sc_hd__clkbuf_8. Final wirelength landed at between 3000 and 4000 um.

Number of inserted diodes landed at 0. Setup repair after global routing left no endpoint under its margin. The total overflow left after global routing is 0. Total negative slack landed at 0 ns. Number of gates resized after cts landed at 0. After detailed placement, the design holds a cell count of ~320. The routed design shows a via density per instance of ~4. The finished cells cover between 2000 and 2500 um2. Final weighted congestion in routability-driven placement landed at between 0.8 and 0.9. Data arrival time of the worst path landed at roughly 2.4 ns.

The number of global-route vias before repair came to 1,286. For this design, the slowest cell found on the critical path is sky130_fd_sc_hd__o41ai_1. In the final run the clock tree shows a worst skew of roughly 0.0071 ns. Per the slew report, the remaining headroom to the max-slew limit stands at roughly three quarters.

Ranked by instance count, the synthesized netlist is headed by sky130_fd_sc_hd__dfrtp_1, sky130_fd_sc_hd__xnor2_1, sky130_fd_sc_hd__xor2_1. The average instance in the mapped netlist occupies approximately 10 um2. Flop and latch count out of synthesis landed at 39. Among cell families on the critical path, the largest total delay comes from AND-OR/OR-AND gates. Number of standard cells reported by yosys landed at 180. Before any placement, the netlist area is recorded as approximately 1900 um2. Total power normalized to cell area comes to 588 nW/um2. Internal power comes to approximately 0.00093 W. The tightest min-delay check is of the flop to asynchronous set/reset pin type. The critical path is of the flop to flop type.
kinds of logic (layout without fill, tap and decap cells):
kind of cell / after synthesis / after routing / share of synthesized area [%]
adder cells (fa/ha/maj): 2 / 2 / 1.34
flip-flops: 39 / 39 / 50.4
AND-OR/OR-AND: 14 / 14 / 5.37
AND/OR/NAND/NOR: 81 / 81 / 24.5
multiplexers: 3 / 3 / 1.61
buffers and inverters: 11 / 26 / 2.62
XOR/XNOR: 30 / 30 / 14.1
stage by stage:
step                hold slack (ns)  total power [W]  worst slack (ns)  util, %
floorplan                     0.399         0.000847             0.579        -
finish                        0.261          0.00129             0.345     21.2
CTS                           0.293          0.00132             0.348     21.2
global route                  0.332          0.00138             0.124     21.2
global placement              0.284         0.000910             0.364     20.5
detailed placement            0.286         0.000913             0.341     20.5
placed cells by master, fill, tap and decap left out, drive strengths merged, types with 8 or more instances in the layout:
master	count
inv	8
xor2	15
xnor2	15
nand3	12
dfrtp	32
nor2	13
nor4	11
clkdlybuf4s50	8
nand2	14
layout make-up:
type | instances | area (um2) | share of cell area (%)
Clock buffer | 7 | 76.3 | 3.48
Inverter | 8 | 30.0 | 1.37
Clock inverter | 1 | 5.00 | 0.228
Timing Repair Buffer | 10 | 95.1 | 4.34
Sequential cell | 39 | 941 | 42.9
Tap cell | 136 | 170 | 7.76
Multi-Input combinational cell | 130 | 876 | 39.9
power by group through the flow:
| stage | registers (W) | clock network, W | logic, W |
|---|---|---|---|
| 6_report | 0.000680 | 0.000398 | 0.000213 |
| 5_1_grt | 0.000686 | 0.000449 | 0.000243 |
| 4_1_cts | 0.000679 | 0.000417 | 0.000221 |
routing by layer:
metal / vias to the layer above / global-route usage, % / part of all wire (%)
met5: - / 0 / 0
met4: 0 / 0.655 / 0.97
met3: 6 / 1.39 / 5.0
met2: 26 / 6.86 / 43
met1: 647 / 7.28 / 51
li1: 672 / - / -
path summary, 6_finish.rpt:
kind                                                to  cells past startpoint                       from
max                        part2.state[3]$_SDFFE_PP1P_                      5  part1.value[11]$_DFF_PP0_
min                          part1.value[31]$_DFF_PP0_                      2    part2.ST_reg$_SDFF_PP1_
max reg2reg                part2.state[3]$_SDFFE_PP1P_                      5  part1.value[11]$_DFF_PP0_
min reg2reg                  part1.value[31]$_DFF_PP0_                      2    part2.ST_reg$_SDFF_PP1_
max in group asynchronous    part1.value[11]$_DFF_PP0_                      2    part2.ST_reg$_SDFF_PP1_
min in group clk0             part1.value[9]$_DFF_PP0_                      1   part1.value[9]$_DFF_PP0_
worst reg2reg max path: stages, from the launching register on:
cell	delay, ns
sky130_fd_sc_hd__dfrtp_1	0.42
sky130_fd_sc_hd__nor4_1	0.38
sky130_fd_sc_hd__nand4_1	0.22
sky130_fd_sc_hd__o41ai_1	0.47
sky130_fd_sc_hd__o211a_1	0.38
sky130_fd_sc_hd__mux2i_1	0.21
Power is estimated from default activity; no workload was simulated.
